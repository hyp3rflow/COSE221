File: config.mk
export PLATFORM = sky130hd
export DESIGN_NAME = huffman_decoder
export DESIGN_NICKNAME = huffman_decoder
export VERILOG_FILES = /design/flow/design.v
export SDC_FILE = /design/flow/constraint.sdc
export NUM_CORES = 4
export LEC_CHECK = 1
export CORE_AREA = 10 10 70 70
export DIE_AREA = 0 0 80 80
File: constraint.sdc
current_design huffman_decoder

set clk_period 1.9
set clk_io_pct 0.2

create_clock -name clk0 -period $clk_period [get_ports {clk}]

set non_clock_inputs [all_inputs -no_clocks]
set_input_delay [expr $clk_period * $clk_io_pct] -clock clk0 $non_clock_inputs
set_output_delay [expr $clk_period * $clk_io_pct] -clock clk0 [all_outputs]
File: design.v
module huffman_decoder(x, y, clk, reset);
input x, clk, reset;
output [2:0] y;
reg [3:0] state;
reg [3:0] next;
parameter S0 = 4'b0000, A = 4'b0001, B = 4'b0010, C = 4'b0011, D = 4'b0100, E = 4'b0101, F = 4'b0110;
parameter S1 = 4'b1000, S2 = 4'b1001, S3 = 4'b1010, S4 = 4'b1011; 
always @(*)
begin
    case(state)
    S0: if(x) next = S1; else next = A;
    S1: if(x) next = S3; else next = S2;
    S2: if(x) next = B; else next = C;
    S3: if(x) next = D; else next = S4;
    S4: if(x) next = E; else next = F;
    default: if(x) next = S1; else next = A;
    endcase
end
always @(posedge clk or posedge reset)
begin
    if(reset) state <= S0;
    else state <= next;
end
assign y[2] = ~state[3] & state[2];
assign y[1] = ~state[3] & state[1];
assign y[0] = ~state[3] & state[0];
endmodule
File: run.sh
#!/bin/bash
# OpenROAD 26Q1-2900-gdf79404cd8, Yosys 0.63+post, stock flow scripts
make -C /OpenROAD-flow-scripts/flow DESIGN_CONFIG=/design/flow/config.mk WORK_HOME=/design/flow/orfs finish
==> deck_impl_summary.md <==
Key Metrics from the Run

Power
  – Leak pwr: 0.000128 uW
  – Max VDD drop: 190 uV
  – P_sw: 99.4 uW
  – P per Cell Area: 1130 nW/um^2
  – Seq pwr share: 0.409
  – Clock power frac: 0.283
  – Power share of the combinational group: 0.308
  – Internal Power: 263 uW
  – Switching share of power: 0.274

GRT
  – Vias in the first global route: 157
  – GRT Total Usage: 0.0146
  – First-pass GRT wire length: 703 um
  – Congestion Overflow GR: 0
  – Initial antenna violation count: 0
  – Pin count of the biggest net entering global routing: 7

Finish
  – Syn-to-layout area delta: 68.4%
  – Proportion of layout cells with a drive suffix above 1: 0.120
  – Largest register by flop count: state
  – Biggest registers after layout: state: 4 flops
  – Max FFs per register: 4
  – Fillers: 406

Timing
  – Fmax: 611 MHz
  – Relative slew slack: 0.864
  – Final TNS setup: 0 ns
  – Pins Over Slew Limit: 0
  – Minimum clock period: 1.64 ns
  – RSZ-0062 raised after global routing: false
  – Final setup viols: 0
  – Worst slew pin tran: 0.204 ns
  – Setup ws final: 0.262 ns
  – Final hold violations: 0
  – Period utilization: 0.862
  – Worst clock skew: 0.00140 ns

Clock tree
  – CTS tree: built
  – Post-CTS sizing: 0
  – Clock slew at reported path FFs: 0.04 ns
  – Clk buf depth: 2
  – Clock sinks: 4
  – Num CTS Buffers: 3
  – Max H-tree Level: 1
  – CTS root buf: clkbuf_4
  – Clk latency late pin: 0.23 ns
  – Hold buffer count at cts: 0
  – Post-CTS Setup Bufs: 0

Worst setup path
  – Crit path DAT: 1.26 ns
  – Crit. End Element: output pin
  – Critical path launch point: state[1]$_DFF_PP0_
  – Crit-path max FO: 6
  – Critical path data required time: 1.52 ns
  – Kind of critical path: flop to output pin
  – RR Startpoint: state[0]$_DFF_PP0_
  – Kind of start point of the critical path: flop
  – R2r setup slk: 0.83 ns

Yosys
  – Cell taking the most area after synthesis: dfrtp_1
  – Cell area leaders: dfrtp_1 (53%), nor2b_1 (9.9%), mux2_1 (5.9%)
  – Synth Cell Area: 190 um^2
  – Area leader share: 0.526
  – Post-synth regs: 4
  – YS chip area: 190 um^2
  – Cell Type Count: 12
  – Yosys cell count: 17
  – YS warnings: 1
  – Avg Cell Area, Syn: 11.2 um^2
  – Syn Inst Count: 17
  – Synth Seq Share: 0.526

Flow run
  – Max-Cap Viols: 0
  – Log Warnings: 25

Detailed routing
  – Final WL: 429 um
  – ANT nets after route: 0
  – Met2 wire length: 130 um
  – Vias per cell: 2.03
  – Highest metal used: met3
  – Post-route DRC: 0
  – M1 wire length: 199 um
  – Initial DRT Pass Iterations: 2
  – DRT iter0 DRCs: 1
  – WL met3: 99 um
  – Via count: 144
  – Routed len/inst: 6.04 um
  – N_diodes: 0

Floorplanning
  – Core region area: 3420 um^2
  – Io pins: 6
  – Die Span Y: 80 um
  – Die width: 80 um
  – Num rows: 21
  – Die ar.: 6400 um^2
  – Fp util: 0.0557

Place
  – Pre-CTS setup slack: 0.376 ns
  – GP Congestion: 0.663
  – PortBufs: 5

Run status
  – Run status: completed

Worst hold path
  – Hold WC Path Type: input port to asynchronous set/reset pin
routing by layer:
metal	track usage	vias up
met5	0	-
met4	0.00528	0
met3	0.0193	0
met2	0.0136	6
met1	0.0173	64
li1	-	74
power groups by stage:
stage | registers, uW | logic [uW] | clock network [uW]
4_1_cts | 147 | 114 | 110
5_1_grt | 153 | 127 | 117
6_report | 148 | 112 | 102
kinds of logic (layout without fill, tap and decap cells):
kind of cell | after synthesis | count (layout) | synth area share
and+or+nand+nor | 8 | 8 | 0.270
DFF | 4 | 4 | 0.526
AOI/OAI and AO/OA | 2 | 2 | 0.0789
xor gates and xnor gates | 1 | 1 | 0.0461
muxes | 1 | 1 | 0.0592
buffers and inverters | 1 | 9 | 0.0197
metrics by stage:
step	util	total power, uW	hold slack [ns]	cell area, um^2	instances
2_1_floorplan	-	200	0.146	190	17
3_3_place_gp	0.0872	254	0.564	298	68
3_5_place_dp	0.0872	262	0.572	298	68
4_1_cts	0.0938	371	0.330	320	71
5_1_grt	0.0938	397	0.341	320	71
6_report	0.0938	362	0.338	320	71
area by class of cell:
class,instances,area [um^2],share of cell area
multi-input combinational,12,86.3,0.270
inverter,1,3.75,0.0117
tap,46,57.6,0.180
timing repair buffer,5,50.0,0.156
clock buffer,3,22.5,0.0703
sequential,4,100,0.313
cells in the mapped netlist:
master / number
nor2b_1: 3
o211a_1: 1
nand2_1: 1
mux2_1: 1
or3_1: 1
inv_1: 1
and2b_1: 1
and3_1: 1
dfrtp_1: 4
a21oi_1: 1
xor2_1: 1
nand4b_1: 1
worst max-delay path: stages (launching register included):
cell and delay, ns:
dfrtp_1 0.40, nor2b_1 0.15, clkdlybuf4s50_1 0.47
final timing paths:
check | endpoint | depth (start not counted)
max | y[1] | 2
min | state[1]$_DFF_PP0_ | 2
max reg2reg | state[1]$_DFF_PP0_ | 2
min reg2reg | state[0]$_DFF_PP0_ | 2
max in group asynchronous | state[0]$_DFF_PP0_ | 2
min in group clk0 | state[0]$_DFF_PP0_ | 2
cells in the final DEF, fill, tap and decap left out:
master | netlist | final
clkdlybuf4s50_1 | 0 | 5
dfrtp_1 | 4 | 4
nor2b_1 | 3 | 3
clkbuf_4 | 0 | 3
nand2_1 | 1 | 1
and2b_1 | 1 | 1
or3_1 | 1 | 1
and3_1 | 1 | 1
nand4b_1 | 1 | 1
xor2_1 | 1 | 1
a21oi_1 | 1 | 1
mux2_1 | 1 | 1
o211a_1 | 1 | 1
inv_1 | 1 | 1
No activity file was given, so power comes from the tool's default toggle rates.
